==> flow/design.v <==
module axis_pipe
#(
   parameter P_DATA_WIDTH = 8
)
(
	input clk,
	input rst,
   input s_axis_tvalid,
   output reg s_axis_tready,
   input [P_DATA_WIDTH-1:0] s_axis_tdata,
	output reg m_axis_tvalid,
	input m_axis_tready,
	output reg [P_DATA_WIDTH-1:0] m_axis_tdata
);
reg main_tvalid;
reg [P_DATA_WIDTH-1:0] main_tdata;
reg skid_tvalid;
reg [P_DATA_WIDTH-1:0] skid_tdata;
always @(posedge clk) begin 
   if(rst) begin 
      skid_tvalid <= 1'b0;
      main_tvalid <= 1'b0;
   end else begin 
      if(s_axis_tready) begin
         main_tvalid <= s_axis_tvalid;           
         main_tdata  <= s_axis_tdata;
         if(!m_axis_tready) begin 
            skid_tvalid <=  main_tvalid;
            skid_tdata <= main_tdata;
         end
      end
      if(m_axis_tready) begin 
         skid_tvalid <= 1'b0;
      end
   end
end
assign s_axis_tready = !skid_tvalid;
assign m_axis_tvalid = main_tvalid | skid_tvalid;
assign m_axis_tdata = skid_tvalid ? skid_tdata : main_tdata;
endmodule
==> flow/run.sh <==
#!/bin/bash
# OpenROAD 26Q1-2900-gdf79404cd8, Yosys 0.63+post, stock flow scripts
make -C /OpenROAD-flow-scripts/flow DESIGN_CONFIG=/design/flow/config.mk WORK_HOME=/design/flow/orfs finish
==> flow/config.mk <==
export PLATFORM = sky130hd
export DESIGN_NAME = axis_pipe
export DESIGN_NICKNAME = axis_pipe
export VERILOG_FILES = /design/flow/design.v
export SDC_FILE = /design/flow/constraint.sdc
export NUM_CORES = 4
export LEC_CHECK = 1
export CORE_AREA = 10 10 91 91
export DIE_AREA = 0 0 101 101
==> flow/constraint.sdc <==
current_design axis_pipe

set clk_period 3.0
set clk_io_pct 0.2

create_clock -name clk0 -period $clk_period [get_ports {clk}]

set non_clock_inputs [all_inputs -no_clocks]
set_input_delay [expr $clk_period * $clk_io_pct] -clock clk0 $non_clock_inputs
set_output_delay [expr $clk_period * $clk_io_pct] -clock clk0 [all_outputs]
==> summary.log <==
[global_routing] GRT Resource Usage Total 2.922%
[final_layout] most common cell after layout, fill and taps aside clkdlybuf4s50_1
[route] average wire per standard cell 11.04 um
[route] antenna-violating nets left 0
[clocking] number of CTS-inserted buffers 3
[yosys] warning count from the yosys run 4
[flow_run] count of tool warnings 25
[timing] pins over their slew limit 0
[yosys] chip area estimate from yosys synthesis 684.4 um2
[timing] transition time of the tightest slew-check pin 0.6135 ns
[clocking] CTS clock-pin slew for the worst setup and hold paths 0.06 ns
[yosys] synthesis-stage register bit count 18
[die] row cnt 29
[power] static leakage power 0.3436 nW
[route] initial drt markers 17
[timing] unrepaired setup endpoints after global routing no
[die] initial core utilization 10.78%
[timing] Post-Route Setup TNS 0 ns
[critical_path] data arrival time of the critical path 1.77 ns
[clocking] clock latency of the later-clocked register in the worst-skew pair 0.25 ns
[place] count of buffers from port buffering 21
[yosys] average footprint of a synthesized cell 20.13 um2
[power] total power 513.8 uW
[final_layout] utilization after layout 16.26%
[power] PwrDens 497.8 mW/mm2
[route] via total after detailed routing 367
[route] Antenna Diode Count 0
[yosys] sequential-to-total area share from yosys stat 76.05%
[timing] post-route setup slack 0.6265 ns
[clocking] clock sink total 18
[power] largest voltage drop on the vdd net 0.0001834 V
[yosys] Synth Instances 34
[global_routing] total overflow reported by the global router 0
[yosys] cell count listed in synth_stat.txt 34
[place] Final GP Congestion 0.6995
[timing] relative slew slack 59.05%
[die] Die Height 101 um
[flow_run] number of max-cap violations 0
[clocking] deepest clock path buffer count 2
[critical_path] crit path launch type register
[timing] post-route minimum period 2.374 ns
[critical_path] crit-path leading delay family flip-flops
[critical_path] cells along the critical path mux2_2 -> clkdlybuf4s50_1
[final_layout] share of layout cells above drive strength 1 22.03%
[die] width of the chip 101 um
[critical_path] Worst setup EP type primary output
[clocking] clock tree from TritonCTS done
[place] cell area after placement 987.2 um2
[yosys] netlist area before placement 684.4 um2
[timing] final critical-path share of the clock period 79.12%
[clocking] library cell used as clock root buffer clkbuf_8
[outcome] result of the run finished clean
[critical_path] Setup CP Type register to primary output
[critical_path] Buf/Inv on CP 1
[clocking] post-CTS repair timing setup buffer count 0
[critical_path] required time at the endpoint of the critical path 2.40 ns
[global_routing] largest net degree at the start of global routing 14
[route] iteration tally of the first detailed-router pass 2
[global_routing] vias in the first global route 424
[global_routing] global-route wire length before repair 2270 um
[clocking] cells resized by post-CTS repair 0
[timing] number of endpoints with negative hold slack in the final report 0
[timing] Clock Skews 0.001980 ns
[clocking] cts hold-fix bufs 0
[critical_path] Crit path largest cell delay 0.71 ns
[critical_path] cell at the slowest stage of the critical path dfxtp_1
[final_layout] post-route standard cell area excluding fillers 0.001032 mm2
[worst_hold_path] min-delay worst type register to register
[clocking] H-Tree Level Count 1
[final_layout] most instantiated logic cells after routing 21 x clkdlybuf4s50_1, 16 x edfxtp_1, 6 x mux2_4, 3 x clkbuf_8
[route] total DRC errors in the routed layout 0
[final_layout] area growth from synthesis to layout 50.82%
[timing] Max Clk Rate 0.4213 GHz
[die] Die Outline Area 0.01020 mm2
[final_layout] fill cell total of the finished layout 675
[critical_path] critical path peak fanout 13
[timing] number of setup violations in the final report 0
[route] number of vias per cell after detailed routing 2.699
[place] worst slack at placement 0.8659 ns
[yosys] post-synth cell types 11
[global_routing] number of antenna violations at the first check in global routing 0
[die] Std-Cell Core Area 0.006350 mm2
[route] final wirelength 1502 um
[die] I/O pin total 22
-- flip-flops by register name, indices dropped and copies added (netlist names) --
| register | count |
|---|---|
| skid_tdata | 8 |
| main_tdata | 8 |
| main_tvalid | 1 |
| skid_tvalid | 1 |
-- through the flow --
| stage | hold WS, ns | cells |
|---|---|---|
| 2_1_floorplan | 0.4222 | 34 |
| 3_3_place_gp | 0.4391 | 132 |
| 3_5_place_dp | 0.4472 | 132 |
| 4_1_cts | 0.4619 | 136 |
| 5_1_grt | 0.4747 | 136 |
| 6_report | 0.4553 | 136 |
-- cell usage after synthesis, drive strengths merged --
cell | count | share of area, %
inv | 1 | 0.55
or2 | 1 | 0.91
dfxtp | 2 | 5.9
buf | 1 | 1.6
nor3b | 1 | 1.1
edfxtp | 16 | 70
mux2i | 1 | 1.5
mux2 | 8 | 16
nor3 | 1 | 0.73
nor2 | 2 | 1.1
-- logic make-up (layout without fill, tap and decap cells) --
group                  Yosys count  after routing  share of synthesized area, %
buffers and inverters            2             27                         2.193
flip-flops                      18             18                         76.05
multiplexers                     9              9                         17.92
AND/OR/NAND/NOR                  5              5                         3.840
-- layer usage --
| layer | up-vias | GRT usage [%] | routed length (um) |
|---|---|---|---|
| met5 | - | 0 | 0 |
| met4 | 0 | 0.7503 | 36 |
| met3 | 5 | 1.178 | 86 |
| met2 | 16 | 5.061 | 755 |
| met1 | 168 | 3.250 | 623 |
| li1 | 178 | - | - |
-- final timing paths --
| path | from | to | slack (ns) | cells after the start |
|---|---|---|---|---|
| hold / removal | main_tdata[5] | skid_tdata[5] | 0.46 | 0 |
| hold reg to reg | main_tdata[5] | skid_tdata[5] | 0.46 | 0 |
| setup reg to reg | skid_tvalid | main_tdata[4] | 1.57 | 1 |
| setup / recovery | skid_tvalid | m_axis_tdata[4] | 0.63 | 2 |
-- where the power goes --
part	internal [mW]	switching, mW
Combinational	0.0408	0.0139
Sequential	0.288	0.00753
Clock	0.0907	0.0726
-- cell type report --
cell class / instances / area (um2) / area share, %
Sequential cell: 18 / 520.5 / 50.42
Timing Repair Buffer: 22 / 217.7 / 21.09
Multi-Input combinational cell: 14 / 148.9 / 14.42
Tap cell: 77 / 96.34 / 9.333
Clock buffer: 3 / 41.29 / 4.000
Clock inverter: 1 / 3.754 / 0.3636
Inverter: 1 / 3.754 / 0.3636
Power is estimated from default activity; no workload was simulated.
