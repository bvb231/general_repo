[design.v]
module sync_fifo 
#(
	parameter P_DATA_WIDTH = 16,
	parameter P_FIFO_DEPTH  = 16
)
(
	input clk,
	input rst,
	input s_axis_tvalid,
	output reg s_axis_tready,
	input [P_DATA_WIDTH-1:0] s_axis_tdata,
	input s_axis_tlast,
	output reg m_axis_tvalid,
	input m_axis_tready,
	output reg [P_DATA_WIDTH-1:0] m_axis_tdata,
	output reg m_axis_tlast
);
wire input_valid;
reg output_valid;
assign input_valid = s_axis_tvalid & s_axis_tready;
reg [$clog2(P_FIFO_DEPTH)-1:0]   write_pointer;
reg [$clog2(P_FIFO_DEPTH)-1:0]   read_pointer;
reg [$clog2(P_FIFO_DEPTH)-1:0]   fill_level;
reg [P_DATA_WIDTH:0] ram [P_FIFO_DEPTH-1:0];
always@(posedge clk) begin 
   if(fill_level == P_FIFO_DEPTH-1) begin 
      s_axis_tready <= 1'b0;
   end else begin 
      s_axis_tready <= 1'b1; 
   end
end
always@(posedge clk) begin 
   if(rst) begin 
      m_axis_tvalid <= 1'b0;
   end else begin 
      if(fill_level == 0) begin 
         m_axis_tvalid <= 1'b0;
      end else if(fill_level == 1 && !input_valid && output_valid) begin 
         m_axis_tvalid <= 1'b0; 
      end else begin 
         m_axis_tvalid <= 1'b1; 
      end
   end
end
always@(posedge clk) begin 
   if(rst) begin 
      fill_level <= '0;
   end else begin
      if(input_valid && output_valid) begin 
      end else if(input_valid && !output_valid) begin 
         write_pointer  <= write_pointer + 1;  
         fill_level <= fill_level + 1;
      end else if(!input_valid && output_valid) begin 
         if(fill_level !=  0) begin
            fill_level <= fill_level - 1;
         end
      end
   end
end
always@(posedge clk) begin 
   if(rst) begin 
      write_pointer <= '0;
   end else begin
      if(input_valid) begin 
			ram[write_pointer] <= {s_axis_tdata,s_axis_tlast};
         if(write_pointer == P_FIFO_DEPTH-1) begin 
            write_pointer <= '0;
         end else begin
            write_pointer <= write_pointer+1;
         end
      end
   end
end
always@(posedge clk) begin 
   if(rst) begin 
      read_pointer <= '0;
   end else begin
		{m_axis_tdata,m_axis_tlast} <= ram[read_pointer];
      if(output_valid) begin 
		   {m_axis_tdata,m_axis_tlast} <= ram[read_pointer+1];
         if(read_pointer == P_FIFO_DEPTH-1) begin 
            read_pointer <= '0;
         end else begin
            read_pointer <= read_pointer+1;
         end
      end
   end
end
assign output_valid = m_axis_tvalid & m_axis_tready;
endmodule
[run.sh]
#!/bin/bash
# OpenROAD 26Q1-2900-gdf79404cd8, Yosys 0.63+post, stock flow scripts
make -C /OpenROAD-flow-scripts/flow DESIGN_CONFIG=/design/flow/config.mk WORK_HOME=/design/flow/orfs finish
[constraint.sdc]
current_design sync_fifo

set clk_period 14.0
set clk_io_pct 0.2

create_clock -name clk0 -period $clk_period [get_ports {clk}]

set non_clock_inputs [all_inputs -no_clocks]
set_input_delay [expr $clk_period * $clk_io_pct] -clock clk0 $non_clock_inputs
set_output_delay [expr $clk_period * $clk_io_pct] -clock clk0 [all_outputs]
[config.mk]
export PLATFORM = sky130hd
export DESIGN_NAME = sync_fifo
export DESIGN_NICKNAME = sync_fifo
export VERILOG_FILES = /design/flow/design.v
export SDC_FILE = /design/flow/constraint.sdc
export NUM_CORES = 4
export LEC_CHECK = 1
export CORE_UTILIZATION = 50
==> impl_metrics.tcl <==
# yosys + openroad results
set metrics [dict create \
    most_common_cell "edfxtp_1" \
    haltStage "1_2_yosys" \
    synth.top_cell.area_share_pct 60.1 \
    yosysUniqueCellTypes 57 \
    yosys.area.top_type "edfxtp_1" \
    ys_seq_share_pct 62.0 \
    async_flop_share_pct 0 \
    synthMuxAreaShare_pct 4.65 \
    ys_area_sq_um 14600 \
    area_leaders "edfxtp_1 60%, a221oi_1 8.1%, mux2i_1 4.6%, nor2_1 2.8%, o21ai_0 2.6%" \
    yosys.area_share.adder_pct 0.769 \
    error "ERROR: Found 4 problems in 'check -assert'." \
    netlist_top_cells_count "293 x edfxtp_1, 136 x a221oi_1, 111 x nor2_1, 76 x o21ai_0, 68 x mux2i_1" \
    synthTopLogicFamily "AND-OR/OR-AND gates" \
    yosysWarnings 2 \
    synthXorXnorAreaFrac_pct 0.419 \
    ys_cells 1147 \
    status "stopped before the end" \
    synth-edff-count 293 \
    ys_sh_simple_pct 10.4 \
    synth-main-ff-cell "edfxtp_1" \
    aoi_share_pct 18.0 \
    synth_flops 307 \
]
[logic make-up after synthesis]
logic type	Yosys count
compound gates	346
fa+ha+maj	9
buf+inv	117
flops	307
simple gates	293
mux	68
xor+xnor	7
