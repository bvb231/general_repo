==> flow/design.v <==
module network_decoder (
    input logic CLK,
    input logic RST,
    input logic i_valid,
    input logic [127:0] i_data,
    input logic i_sop,
    input logic i_eop,
    input logic i_ebp,
    input logic [5:0] i_byte_cnt,
    output logic [47:0] o_mac_destination,
    output logic [47:0] o_mac_source,
    output logic [15:0] o_ether_type
);
  logic [127:0] data_a;
  logic [7:0] word_count_a;
  logic valid_a;
  always_ff @(posedge CLK) begin
    if (RST) begin
      word_count_a <= 8'd0;
    end else begin
      if (i_valid) begin
        if (i_eop || i_sop) begin
          word_count_a <= 8'd0;
        end else begin
          word_count_a <= word_count_a + 8'd1;
        end
      end
    end
  end
  always_ff @(posedge CLK) begin
    data_a  <= i_data;
    valid_a <= i_valid;
  end
  always_ff @(posedge CLK) begin
    o_mac_destination <= data_a[127-:48];
    o_mac_source <= data_a[(127-48)-:48];
    o_ether_type <= data_a[(127-96)-:16];
  end
endmodule
==> flow/run.sh <==
#!/bin/bash
# OpenROAD 26Q1-2900-gdf79404cd8, Yosys 0.63+post, stock flow scripts
make -C /OpenROAD-flow-scripts/flow DESIGN_CONFIG=/design/flow/config.mk WORK_HOME=/design/flow/orfs finish
==> flow/config.mk <==
export PLATFORM = sky130hd
export DESIGN_NAME = network_decoder
export DESIGN_NICKNAME = network_decoder
export VERILOG_FILES = /design/flow/design.v
export SDC_FILE = /design/flow/constraint.sdc
export NUM_CORES = 4
export LEC_CHECK = 1
export CORE_UTILIZATION = 50
==> flow/constraint.sdc <==
current_design network_decoder

set clk_period 1.0
set clk_io_pct 0.2

create_clock -name clk0 -period $clk_period [get_ports {CLK}]

set non_clock_inputs [all_inputs -no_clocks]
set_input_delay [expr $clk_period * $clk_io_pct] -clock clk0 $non_clock_inputs
set_output_delay [expr $clk_period * $clk_io_pct] -clock clk0 [all_outputs]
==> results.txt <==
yosys + openroad results -> clock net sink count 224, tool error [ERROR DPL-0036] Detailed placement failed., Synth cell types 1, GP Congestion 0.724, FP Util 51.4%, biggest area consumer among synthesized cells dfxtp_1, Die Width 96.7 um, Registers, synthesis 224, Commonest flop dfxtp_1, Cells after DPL 556, Synth top area share 100%, Last stage clock tree synthesis (4_1_cts), Post-synth EDFFs 0, status aborted with a tool error, syn avg cell area 20.0 sq um, Syn Inst Count 224, Syn Std Cell Area 4480 sq um, CTS root buf clkbuf_8, Bufs on Longest Clock Path 3, Post-synth top cells 224 x dfxtp_1, Vert. Die Dim 96.7 um, Synth warnings 1, number of cell rows 34, Top area cell types dfxtp_1 100%, Num CTS Buffers 20, Synth Seq Share 100%, IO buf count 224, DP HPWL 6520 um, Yosys Chip Area 4480 sq um, yosys cell count 224, # H-tree levels 1, # IOs 252, Async S/R FF share, synth 0%, most numerous cell in the Yosys netlist dfxtp_1
## kinds of logic after synthesis
logic type,Yosys count,synth area share (%)
flip-flops,224,100
## per-stage QoR
| step | worst slack [ps] | utilization (%) | area, sq um |
|---|---|---|---|
| detailed placement | -20.7 | 78.7 | 6860 |
| global placement | 19.0 | 78.7 | 6860 |
| floorplan | 538 | - | 4480 |
